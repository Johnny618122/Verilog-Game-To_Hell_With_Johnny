--- design/flow/design.v ---
module draw_game(
	clk,
	man_x,
	man_y,
	board0_x,
	board0_y,
	board1_x,
	board1_y,
	board2_x,
	board2_y,
	board3_x,
	board3_y,			
	x,
	y,
	out_colour
    );
	input			clk;
	input 	[7:0]	man_x;
	input 	[6:0]	man_y;
	input 	[7:0]	board0_x;
	input 	[6:0]	board0_y;
	input 	[7:0]	board1_x;
	input 	[6:0]	board1_y;
	input 	[7:0]	board2_x;
	input 	[6:0]	board2_y;
	input 	[7:0]	board3_x;
	input 	[6:0]	board3_y;
	output	[7:0]	x;
	output	[6:0]	y;
	output	[2:0]	out_colour;
	reg		[7:0]	x=0;
	reg		[6:0]	y=0;
	reg		[2:0]	out_colour=0;
	always@(posedge clk)begin
		if(x<159)begin
			x<=x+1;
		end
		else begin
			x<=0;
			if(y<119)begin
				y<=y+1;
			end
			else begin
				y<=0;
			end
		end
	end
	always@(posedge clk)begin
		if(x==10 || x==150)
			out_colour<=3'b111;
		else if(x>=man_x-2 && x<=man_x+2 && y>=man_y-2 && y<=man_y+2)
			out_colour<=3'b111;
		else if(x>=board0_x-20 && x<=board0_x+20 && y>=board0_y-2 && y<=board0_y+2)
			out_colour<=3'b100;
		else if(x>=board1_x-20 && x<=board1_x+20 && y>=board1_y-2 && y<=board1_y+2)
			out_colour<=3'b010;	
		else if(x>=board2_x-20 && x<=board2_x+20 && y>=board2_y-2 && y<=board2_y+2)
			out_colour<=3'b001;	
		else if(x>=board3_x-20 && x<=board3_x+20 && y>=board3_y-2 && y<=board3_y+2)
			out_colour<=3'b110;	
		else
			out_colour<=3'b000;	
	end
endmodule
--- design/flow/run.sh ---
#!/bin/bash
# OpenROAD 26Q1-2900-gdf79404cd8, Yosys 0.63+post, stock flow scripts
make -C /OpenROAD-flow-scripts/flow DESIGN_CONFIG=/design/flow/config.mk WORK_HOME=/design/flow/orfs finish
--- design/flow/config.mk ---
export PLATFORM = sky130hd
export DESIGN_NAME = draw_game
export DESIGN_NICKNAME = draw_game
export VERILOG_FILES = /design/flow/design.v
export SDC_FILE = /design/flow/constraint.sdc
export NUM_CORES = 4
export LEC_CHECK = 1
export CORE_UTILIZATION = 50
--- design/flow/constraint.sdc ---
current_design draw_game

set clk_period 3.0
set clk_io_pct 0.2

create_clock -name clk0 -period $clk_period [get_ports {clk}]

set non_clock_inputs [all_inputs -no_clocks]
set_input_delay [expr $clk_period * $clk_io_pct] -clock clk0 $non_clock_inputs
set_output_delay [expr $clk_period * $clk_io_pct] -clock clk0 [all_outputs]
==> out/results.ini <==
[outcome]
outcome = completed

[yosys]
syn_inst = 691
syn-cell-area_um2 = 5396
ys_ff = 18
ys_cells = 691
yosysChipArea_um2 = 5396
area_leaders = ha_1 35%, xor2_1 8.1%, xnor2_1 6.3%
yosysTopAreaCellShare_pct = 34.55
syn_area_per_cell_um2 = 7.810
synth_area_leader_cell = ha_1
ys_seq_share_pct = 7.976
edf_count = 7
ys.warnings.count = 1
synthDistinctLibCells = 54
ys.flop_type = dfxtp_1
ys_async_sr_fraction_pct = 0

[place]
gp_congestion = 0.8966
dp_hpwl_um = 11380
dpl.cell_count = 989
port-buffer-count = 93
place_ws_ns = -0.3423

[critical_path]
critical_path.max_fanout = 4
cpPeakStageDelay_ns = 0.56
crit_family = AND-OR/OR-AND gates
r2r_cells = 8
crit_buf_inv = 1
cp.required_ns = 3.13
cp-start-kind = input port
arrival_ns = 3.03
worstSetupEndpointType = register
critical_path_class = in -> reg
crit_cells = 12
crit_slowest_cell = clkdlybuf4s50_1
r2r_setup_slack_ns = 0.47
cp_cell_sequence = clkdlybuf4s50_1 > nand2_1 > nor2_1 > xnor2_1 > ha_1 > and3_1 > a221o_1 > a21o_1 > a31oi_2 > o2111ai_2 > a31oi_1 > o21ai_1

[global_routing]
antenna_found_initial = 0
grt_usage_pct = 25.47
grt_max_degree = 18
grt_pass1_wl_um = 23270
grt_pass1_vias = 5145
grt.overflow.total = 0

[pwr]
leakagePower_nw = 3.560
cellPowerDensity_nw_per_um2 = 147.2
finalPower_mw = 1.075
vdd_drop_max_mv = 0.1505

[routing]
vias = 5454
drt-total-wl_um = 13800
vias_per_cell = 5.492
firstDrtPassIters = 5
drc_errors = 0
antenna_cells = 0
post_drt_wl_per_cell_um = 13.90
drtIter0Drc = 248
ant_nets = 0

[clocking]
tritoncts = built
clockBufferDepth = 2
insertion_delay_ns = 0.25
root_buffer = clkbuf_8
numCtsBuffers = 3
htreeDepth = 1
clkSinkCount = 18
cts.reportedPaths.clkPinSlew_ns = 0.07
hold_buffers = 0

[die]
fp.dieH_um = 105.9
core_um2 = 10420
initCoreUtil_pct = 51.81
chipArea_um2 = 11210
die_w_um = 105.9
ios = 94
row_count = 37

[timing]
tightest_slew_ns = 0.7687
finalMaxSlewViolations = 0
fin_crit_sh_pct = 96.66
hold_viol_final = 0
fin_ws_ns = 0.1001
period_needed_ns = 2.900
fmaxAchievable_ghz = 0.3448
skew_ns = 0.001179
setup_viol = 0
maxSlewHeadroom_pct = 48.75

[final_layout]
stdcell_count = 993
drive_gt1_share_pct = 14.12
syn_to_final_growth_pct = 35.33
utilization_pct = 70.11

[min_path]
hold_path_depth = 1
min_path_type = reg -> reg

[job]
maxCapViolations = 0
openroad.warnings = 40

per-layer routing:
| metal | up-vias | global-route usage, % | share of wire, % |
|---|---|---|---|
| met5 | - | 0 | 0 |
| met3 | 4 | 2.189 | 3.9 |
| li1 | 2865 | - | - |
| met2 | 110 | 42.95 | 46 |
| met1 | 2475 | 37.67 | 50 |
| met4 | 0 | 0.5952 | 0.21 |
per-stage QoR:
step                      setup TNS, ns  hold WS [ns]  cell area, um2
after floorplan                       0        0.4297            5396
after global placement          -0.7392        0.4764            7086
after detailed placement        -0.9365        0.4890            7086
after CTS                      -0.01711        0.5075            7151
after global routing           -0.04033        0.5569            7303
final                                 0        0.5076            7303
cells by family after synthesis:
| logic type | count (synthesis) | share of synthesized area, % |
|---|---|---|
| flops | 18 | 7.976 |
| buf+inv | 65 | 4.614 |
| fa+ha+maj | 149 | 34.55 |
| xor+xnor | 89 | 14.44 |
| simple gates | 216 | 20.57 |
| compound gates | 154 | 17.85 |
synthesized netlist by cell type (2+ instances only):
master and number:
o21a_1 6, nand4_1 13, xor2_1 50, a211oi_1 5, a21o_1 7, o221ai_1 2, o22ai_1 4, nor2_1 47
nor2b_1 11, and3_1 9, nand3b_1 2, ha_1 149, buf_2 4, nand2_1 40, o211ai_1 2, inv_1 45
nand2b_1 8, clkbuf_1 16, nand3_1 41, a21oi_1 39, a21boi_0 3, o31ai_1 5, a31oi_1 7, dfxtp_1 11
nor4_4 2, edfxtp_1 7, xnor2_1 39, o2111ai_1 6, nor4_1 5, o32ai_1 5, nand4b_1 2, nor3b_1 4
o21ai_0 47, or3_1 6, a2111oi_0 2, nor3_1 22
cell usage in the layout, fill, tap and decap left out, types with 33 or more instances in the layout:
cell type        Yosys  layout
a21oi_1             39      33
buf_4                0      89
clkdlybuf4s50_1      0      80
ha_1               149     145
inv_1               45      45
nand2_1             40      40
nand3_1             41      41
nor2_1              47      47
o21ai_0             47      41
xnor2_1             39      39
xor2_1              50      50
where the power goes:
group | leakage (nW) | internal, mW | switching (mW) | total (mW)
sequential | 0.170 | 0.252 | 0.0000183 | 0.252
combinational | 3.36 | 0.335 | 0.294 | 0.630
clock | 0.0288 | 0.116 | 0.0772 | 0.194
timing repair:
| item | 4_1_cts | 5_1_grt |
|---|---|---|
| endpoints found under the setup margin | 3 | 3 |
| buffers inserted | 0 | 0 |
| pin swaps | 4 | 14 |
| resized | 3 | 42 |
| hold endpoints to repair | 0 | 0 |
worst paths after layout:
kind,from,endpoint
max reg2reg,x[4],out_colour[1]
min reg2reg,x[0],x[0]
min,x[0],x[0]
max,board2_x[5],out_colour[1]
area by class of cell:
type / count / area [um2]
multi-input cells: 608 / 4847
fillers: 812 / 3113
repair buffers: 182 / 1632
flip-flops and latches: 18 / 430.4
well taps: 136 / 170.2
inverters: 45 / 168.9
clock buffers: 4 / 55.05
flip-flops by register name, summed over array words and instances, names as in the netlist:
signal      flops
x               8
out_colour      3
y               7
Power figures rest on the tool's default switching activity, not on a simulated workload.
