$ cat flow/run.sh
#!/bin/bash
# OpenROAD 26Q1-2900-gdf79404cd8, Yosys 0.63+post, stock flow scripts
make -C /OpenROAD-flow-scripts/flow DESIGN_CONFIG=/design/flow/config.mk WORK_HOME=/design/flow/orfs finish
$ cat flow/config.mk
export PLATFORM = sky130hd
export DESIGN_NAME = seg7_decoder
export DESIGN_NICKNAME = seg7_decoder
export VERILOG_FILES = /design/flow/design.v
export SDC_FILE = /design/flow/constraint.sdc
export NUM_CORES = 4
export LEC_CHECK = 1
export CORE_AREA = 10 10 77 77
export DIE_AREA = 0 0 87 87
$ cat flow/constraint.sdc
current_design seg7_decoder

set clk_period 1.2
set clk_io_pct 0.2

create_clock -name clk0 -period $clk_period

set non_clock_inputs [all_inputs -no_clocks]
set_input_delay [expr $clk_period * $clk_io_pct] -clock clk0 $non_clock_inputs
set_output_delay [expr $clk_period * $clk_io_pct] -clock clk0 [all_outputs]
$ cat flow/design.v
module seg7_decoder(
	dat1_i,
	dat2_i,
	dat3_i,
	seg1_o,
	seg2_o,
	seg3_o); 
	input	[3:0]	dat1_i;				
	input	[3:0]	dat2_i;				
	input	[3:0]	dat3_i;				
	output	[6:0]	seg1_o;						
	output	[6:0]	seg2_o;				
	output	[6:0]	seg3_o;				
	reg		[6:0]	seg1_o;				
	reg		[6:0]	seg2_o;				
	reg		[6:0]	seg3_o;				
	always @(*)begin
		case(dat1_i)		
			4'h0:seg1_o=7'b1000000;	
			4'h1:seg1_o=7'b1111001;	
			4'h2:seg1_o=7'b0100100;	
			4'h3:seg1_o=7'b0110000;	
			4'h4:seg1_o=7'b0011001;	
			4'h5:seg1_o=7'b0010010;	
			4'h6:seg1_o=7'b0000010;	
			4'h7:seg1_o=7'b1111000;	
			4'h8:seg1_o=7'b0000000;	
			4'h9:seg1_o=7'b0011000;			
			4'ha:seg1_o=7'b0001000;	
			4'hb:seg1_o=7'b0000011;	
			4'hc:seg1_o=7'b1000110;	
			4'hd:seg1_o=7'b0100001;	
			4'he:seg1_o=7'b0000110;
			4'hf:seg1_o=7'b0001110;	
			default:seg1_o=7'b1111111;
		endcase
	end
	always @(*)begin
		case(dat2_i)				
			4'h0:seg2_o=7'b1000000;	
			4'h1:seg2_o=7'b1111001;	
			4'h2:seg2_o=7'b0100100;	
			4'h3:seg2_o=7'b0110000;	
			4'h4:seg2_o=7'b0011001;	
			4'h5:seg2_o=7'b0010010;	
			4'h6:seg2_o=7'b0000010;	
			4'h7:seg2_o=7'b1111000;
			4'h8:seg2_o=7'b0000000;	
			4'h9:seg2_o=7'b0011000;		
			4'ha:seg2_o=7'b0001000;	
			4'hb:seg2_o=7'b0000011;	
			4'hc:seg2_o=7'b1000110;	
			4'hd:seg2_o=7'b0100001;	
			4'he:seg2_o=7'b0000110;	
			4'hf:seg2_o=7'b0001110;	
			default:seg2_o=7'b1111111;
		endcase
	end
	always @(*)begin
		case(dat3_i)					
			4'h0:seg3_o=7'b1000000;	
			4'h1:seg3_o=7'b1111001;
			4'h2:seg3_o=7'b0100100;	
			4'h3:seg3_o=7'b0110000;	
			4'h4:seg3_o=7'b0011001;	
			4'h5:seg3_o=7'b0010010;
			4'h6:seg3_o=7'b0000010;	
			4'h7:seg3_o=7'b1111000;	
			4'h8:seg3_o=7'b0000000;	
			4'h9:seg3_o=7'b0011000;	
			4'ha:seg3_o=7'b0001000;	
			4'hb:seg3_o=7'b0000011;	
			4'hc:seg3_o=7'b1000110;	
			4'hd:seg3_o=7'b0100001;	
			4'he:seg3_o=7'b0000110;	
			4'hf:seg3_o=7'b0001110;
			default:seg3_o=7'b1111111;
		endcase
	end
endmodule
==> out/qor.csv <==
stage,metric,value,unit
outcome,status,"finished, violations left",
outcome,failing checks,setup timing,
global_route,global-route wire length before repair,5.04,mm
clock_network,Post-CTS Hold Buffers,0,
setup_path,crit path max-delay cell type,mux2_4,
flow_run,Log Warnings,49,
setup_path,CP startpoint kind,primary input,
floorplanning,io pins,33,
global_route,vias in the first global route,1012,
synthesis,most frequent cell after synthesis,ha_1,
floorplanning,Rows,24,
sta,Period minus WS final,1520,ps
power_and_ir_drop,leakage power,0.846,nW
floorplanning,Die X,87,um
sta,unrepaired setup endpoints after global routing,yes,
synthesis,largest area contributor in the netlist,ha_1,
floorplanning,fp_density,17.3,%
setup_path,CP required,960,ps
synthesis,Top cells by area,"ha_1, mux2i_1, o21ai_0",
placed_design,DP Worst Slack,-1110,ps
global_route,grt total ovfl,0,
layout,share of layout cells above drive strength 1,69.1,%
synthesis,Area leader share,30.0,%
route,vias per inst,4.51,
synthesis,Yosys warnings,1,
synthesis,Mapped Cells,102,
setup_path,critical path buffer and inverter count,3,
synthesis,mapped cell area,752,um2
sta,maximum clock rate,0.658,GHz
route,drt total wl,3.18,mm
synthesis,syn avg cell area,7.37,um2
sta,relative slew slack,85.8,%
global_route,largest net degree at the start of global routing,7,
power_and_ir_drop,maximum vdd ir drop,0.000142,V
power_and_ir_drop,PD cells,342,nW/um2
global_route,total track usage,7.63,%
route,WL per Instance,13.7,um
power_and_ir_drop,Tot Pwr,625,uW
floorplanning,core box area,4350,um2
route,Residual DRC,0,
placed_design,PortBufs,33,
setup_path,crit end category,output port,
floorplanning,Die H,87,um
placed_design,dpl cells,210,
setup_path,"delay-heaviest family, CP",buffers and inverters,
route,Initial DRC Count,19,
flow_run,maxcap violations,0,
sta,cycle use final,127,%
global_route,initial antenna violation count,0,
layout,Seq cells,0,
synthesis,Post-synth top cells,"ha_1, mux2i_1, nor2_1, inv_1, o21ai_0",
sta,Final WS setup,-320,ps
setup_path,Worst EP arrival,1280,ps
sta,Final Hold Viols,0,
route,number of diodes,0,
sta,# setup viols final,21,
setup_path,CP Cell Sequence,buf_8 -> clkinvlp_4 -> ha_4 -> mux2_4 -> a22o_1 -> buf_2,
layout,P&R area growth vs syn,143,%
route,post-route ant nets,0,
route,DRT Pass-1 Iters,4,
setup_path,highest net fanout along the worst path,6,
sta,Least-Margin Pin Slew,212,ps
setup_path,Setup CP Type,primary input to output port,
setup_path,"slowest stage delay, CP",250,ps
synthesis,Yosys cell types,25,
hold_path,Worst Hold Class,primary input to output port,
synthesis,"Seq share, synth",0,%
synthesis,yosys cell count,102,
placed_design,Final HPWL DP,1.86,mm
layout,CLK BUF,0,
layout,Non-Filler Instances,233,
sta,max-slew violations,0,
route,vias,1051,
layout,Reg area,0,um2
placed_design,routability cong.,0.840,
synthesis,"Chip Area, Yosys",752,um2
floorplanning,die area,7570,um2
[cell type report]
cell class | count | area, um2
fillers | 387 | 2530
repair buffers | 85 | 731
inverters | 9 | 65.1
well taps | 52 | 65.1
multi-input cells | 87 | 966
[per-stage QoR]
step | cell area, um2 | util, % | setup TNS, ps | hold WS (ps)
floorplan | 761 | - | 0 | 552
finish | 1830 | 42.0 | -3320 | 840
detailed placement | 1340 | 30.7 | -20350 | 1520
global placement | 1340 | 30.7 | -20300 | 1520
CTS | 1750 | 40.1 | -3370 | 803
global route | 1830 | 42.0 | -4310 | 872
[routing by layer]
metal | wire (um) | up-vias | share of wire [%] | global-route usage (%)
met1 | 1620 | 498 | 51 | 11.3
met5 | 0 | - | 0 | 0
met4 | 0 | 0 | 0 | 0.295
li1 | - | 528 | - | -
met3 | 146 | 0 | 4.6 | 0.943
met2 | 1410 | 25 | 44 | 12.0
[cells in the final DEF (no fill, tap or decap), drive strengths merged]
master         instances
nand2                  6
o32ai                  1
o211ai                 3
nor2b                  2
nor2                  11
o21ai                 10
buf                   79
clkinv                 1
a22o                   4
clkinvlp               1
nand3                  1
inv                    7
mux2                   3
clkdlybuf4s15          4
a21oi                  5
nand2b                 4
a32o                   2
mux2i                 10
ha                    18
or3b                   2
dlygate4sd2            1
o31ai                  2
a21boi                 1
clkbuf                 1
o22ai                  2
[worst paths after layout]
kind,start,endpoint,slack [ps],depth (start not counted)
setup / recovery,dat2_i[1],seg2_o[6],-320,6
hold / removal,dat2_i[0],seg2_o[1],840,4
[worst min-delay path, cell delays in order]
cell	delay (ps)
buf_4	140
nand2_1	80
o21ai_1	50
clkbuf_2	80
[logic make-up after synthesis]
kind of cell	Yosys count	share of synthesized area [%]
AOI/OAI and AO/OA	30	26.1
adders and majority gates	18	30.0
buffers and inverters	15	9.32
muxes	13	17.8
and+or+nand+nor	26	16.8
[power by group]
| group | internal, mW | switching [mW] |
|---|---|---|
| Sequential | 0 | 0 |
| Combinational | 0.365 | 0.260 |
| Clock | 0 | 0 |
| Total | 0.365 | 0.260 |
[what timing repair did]
action | CTS | global route
buffers inserted | 18 | 4
gates resized | 197 | 20
cloned | 2 | 0
pin swaps | 27 | 17
endpoints found under the setup margin | 21 | 21
Power figures rest on the tool's default switching activity, not on a simulated workload.
